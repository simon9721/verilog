File: flow/design.v
module fifo_buffer (
    input wire clk, rst,            
    input wire wr_en, rd_en,        
    input wire [7:0] din,           
    output reg [7:0] dout,          
    output reg full, empty          
);
    reg [7:0] fifo_memory [0:15];   
    reg [3:0] write_ptr = 0;        
    reg [3:0] read_ptr = 0;         
    reg [4:0] count = 0;            
    always @(posedge clk or posedge rst) begin
        if (rst) begin
            write_ptr <= 0;
            read_ptr <= 0;
            count <= 0;
            full <= 0;
            empty <= 1;
        end else begin
            if (wr_en && !full) begin
                fifo_memory[write_ptr] <= din;
                write_ptr <= write_ptr + 1;  
                count <= count + 1;
            end
            if (rd_en && !empty) begin
                dout <= fifo_memory[read_ptr];   
                read_ptr <= read_ptr + 1;  
                count <= count - 1;
            end
            full <= (count == 16);   
            empty <= (count == 0);   
        end
    end
endmodule
File: flow/run.sh
#!/bin/bash
# OpenROAD 26Q1-2900-gdf79404cd8, Yosys 0.63+post, stock flow scripts
make -C /OpenROAD-flow-scripts/flow DESIGN_CONFIG=/design/flow/config.mk WORK_HOME=/design/flow/orfs finish
File: flow/config.mk
export PLATFORM = sky130hd
export DESIGN_NAME = fifo_buffer
export DESIGN_NICKNAME = fifo_buffer
export VERILOG_FILES = /design/flow/design.v
export SDC_FILE = /design/flow/constraint.sdc
export NUM_CORES = 4
export LEC_CHECK = 1
export CORE_UTILIZATION = 30
File: flow/constraint.sdc
current_design fifo_buffer

set clk_period 4.5
set clk_io_pct 0.2

create_clock -name clk0 -period $clk_period [get_ports {clk}]

set non_clock_inputs [all_inputs -no_clocks]
set_input_delay [expr $clk_period * $clk_io_pct] -clock clk0 $non_clock_inputs
set_output_delay [expr $clk_period * $clk_io_pct] -clock clk0 [all_outputs]
==> results_dict.tcl <==
# metrics dict for downstream scripts
set metrics [dict create \
    final_cell_mix "edfxtp_1 (136), nor2_1 (24), a22oi_1 (23)" \
    peakVddDrop_mv 0.343 \
    p_int_mw 3.16 \
    ant_nets 0 \
    cp-end-kind "flip-flop" \
    flop_cell "edfxtp_1" \
    core_sq_um 19600 \
    firstDrtPassIters 4 \
    grt_max_degree 24 \
    ctsHoldBuffers 0 \
    routedWlPerCell_um 18.7 \
    yosys-stat-cells 384 \
    critPathKind "flip-flop to flip-flop" \
    clk_latency_ns 0.41 \
    crit_arrival_ns 3.18 \
    power_frac_clock 0.315 \
    post-dp-hpwl_um 8510 \
    die_height_um 144 \
    lay_top_count "edfxtp_1" \
    max_freq_mhz 330 \
    p_per_area_nw_per_um2 649 \
    rsz0062_at_grt "false" \
    leakage_nw 2.32 \
    fillerInstances 1815 \
    max_stage_delay_ns 0.67 \
    dpl_cell_area_sq_um 6490 \
    path_max_fanout 18 \
    start_kind "flip-flop" \
    fp.dieW_um 144 \
    cts_root_buffer "clkbuf_16" \
    cts_resized 0 \
    top_area_cell "edfxtp_1" \
    whs_ns 0.432 \
    ioPinCount 22 \
    numCtsBuffers 17 \
    portBuffers 21 \
    h-tree-depth 4 \
    first_iter_violations 265 \
    clk_pin_slew_worst_paths_ns 0.06 \
    p_comb_frac 0.289 \
    synthTopCellsByArea "edfxtp_1 (68%), dfrtp_1 (5.8%), a22oi_1 (2.9%), ha_1 (2.3%), mux2i_1 (1.5%)" \
    grt.total_usage 0.144 \
    net-switching-power_mw 1.44 \
    die-area_sq_um 20600 \
    ys_types 45 \
    cp_num_buf_inv 2 \
    fp_util 0.307 \
    setup_slack_ns 1.47 \
    drive_above_1_share 0.0924 \
    synth_area_sq_um 6020 \
    drcViolationCount 0 \
    ys_ff 151 \
    cp_top_family "AND-OR/OR-AND gates" \
    fin_crit_sh 0.674 \
    path_cells "inv_1 > ha_1 > inv_1 > o21ai_2 > nand4_1 > o32a_1" \
    cp.required_ns 4.65 \
    clock-sinks 151 \
    crit_path_frequent_cell "inv_1" \
    setup_viol 0 \
    edf_count 136 \
    postSynthSeqShare 0.741 \
    tightest_slew_ns 0.822 \
    yosysChipArea_sq_um 6020 \
    dpl_worst_slack_ns 1.24 \
    cts_setup_buffers 0 \
    warning_count 31 \
    skew_ns 0.00594 \
    yosys_warnings 2 \
    place_congestion 0.842 \
    slowest_stage "ha_1" \
    synthCells 384 \
    grt_overflow_total 0 \
    p_sw_frac 0.314 \
    grt_pass1_wl_um 20100 \
    async_flop_share 0.0993 \
    finalHoldViolations 0 \
    final_util 0.362 \
    slew_violations 0 \
    grt_pass1_vias 3471 \
    setup_tns_ns 0 \
    area_growth_pct 17.9 \
    syn_avg_cell_area_sq_um 15.7 \
    slew_headroom 0.450 \
    vias_per_cell 4.85 \
    outcome "complete, no violations" \
    final_cell_area_sq_um 7100 \
    cts_tree "built" \
    antenna_cells 0 \
    row_count 51 \
    min_period_ns 3.03 \
    p_seq_frac 0.397 \
    top_cell_area_share 0.678 \
    num_vias 3330 \
    cts_buffer_depth 2 \
    min_path_type "flip-flop to flip-flop" \
    routed_wl_um 12900 \
    cap_violations 0 \
    antenna_found_initial 0 \
]
flip-flops by register name (all words and copies together), names as in the netlist:
| register | cells |
|---|---|
| read_ptr | 4 |
| empty | 1 |
| write_ptr | 4 |
| full | 1 |
| dout | 8 |
| count | 5 |
| fifo_memory | 128 |
worst register-to-register path, stage by stage (launching register included):
cell and delay [ns]:
dfrtp_1 0.41, inv_1 0.13, ha_1 0.67, inv_1 0.14
o21ai_2 0.59, nand4_1 0.39, o32a_1 0.45
synthesized netlist by cell type (8+ instances only):
cell	n
xnor2_1	9
clkbuf_1	9
edfxtp_1	136
nor2_1	24
nand3_1	9
nand2_1	18
dfrtp_1	14
mux2i_1	9
a22oi_1	23
a221oi_1	8
o22ai_1	9
nand4_1	8
o21ai_0	11
a21oi_1	11
a22o_1	8
ha_1	11
inv_1	11
per-stage QoR:
step / cells / power, mW
6_report: 687 / 4.61
5_1_grt: 687 / 4.86
4_1_cts: 687 / 4.63
3_5_place_dp: 655 / 3.17
3_3_place_gp: 655 / 3.14
2_1_floorplan: 384 / 2.73
cell families (layout without fill, tap and decap cells):
logic type                 count (synthesis)  after routing  synth area share
DFF                                      151            151             0.741
AOI/OAI and AO/OA                         92             92             0.112
and+or+nand+nor                           78             78            0.0644
buffers and inverters                     31             69            0.0253
adders and majority gates                 12             12            0.0262
xor gates and xnor gates                  10             10            0.0145
muxes                                     10             10            0.0168
metal layers:
metal  vias up  global-route usage  share of wire
li1       1559                   -              -
met1      1622               0.201           0.41
met2       145               0.210           0.45
met3         4              0.0865           0.13
met4         0              0.0123         0.0058
met5         -                   0              0
final cells by class:
class,instances,area [sq um],share of cell area
Multi-Input combinational cell,202,1410,0.198
Inverter,12,45.0,0.00634
Sequential cell,151,4460,0.628
Timing Repair Buffer,25,240,0.0338
Clock inverter,12,176,0.0249
Clock buffer,20,437,0.0615
Tap cell,265,332,0.0467
worst paths after layout:
path / from / to / slack [ns] / cells past startpoint
min in group asynchronous: rst / write_ptr[2]$_DFFE_PP0P_ / 0.97 / 2
max in group asynchronous: rst / count[4]$_DFFE_PP0P_ / 3.14 / 2
worst max-delay path: read_ptr[0]$_DFFE_PP0P_ / dout[7]$_DFFE_PP_ / 1.47 / 6
worst min register to register: count[4]$_DFFE_PP0P_ / empty$_DFF_PP1_ / 0.43 / 1
worst max register to register: read_ptr[0]$_DFFE_PP0P_ / dout[7]$_DFFE_PP_ / 1.47 / 6
worst min-delay path: count[4]$_DFFE_PP0P_ / empty$_DFF_PP1_ / 0.43 / 1
power by group through the flow:
stage / Clock [mW] / Combinational (mW) / Sequential [mW]
5_1_grt: 1.54 / 1.47 / 1.85
4_1_cts: 1.48 / 1.32 / 1.83
6_report: 1.45 / 1.33 / 1.83
Power figures rest on the tool's default switching activity, not on a simulated workload.
