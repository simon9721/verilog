==> flow/design.v <==
module simple_rom (
    input wire [3:0] addr,   
    output reg [7:0] data    
);
    reg [7:0] rom_memory [0:15];
    initial begin
        rom_memory[0]  = 8'hA1;
        rom_memory[1]  = 8'hB2;
        rom_memory[2]  = 8'hC3;
        rom_memory[3]  = 8'hD4;
        rom_memory[4]  = 8'hE5;
        rom_memory[5]  = 8'hF6;
        rom_memory[6]  = 8'h07;
        rom_memory[7]  = 8'h18;
        rom_memory[8]  = 8'h29;
        rom_memory[9]  = 8'h3A;
        rom_memory[10] = 8'h4B;
        rom_memory[11] = 8'h5C;
        rom_memory[12] = 8'h6D;
        rom_memory[13] = 8'h7E;
        rom_memory[14] = 8'h8F;
        rom_memory[15] = 8'h90;
    end
    always @(*) begin
        data = rom_memory[addr];
    end
endmodule
==> flow/run.sh <==
#!/bin/bash
# OpenROAD 26Q1-2900-gdf79404cd8, Yosys 0.63+post, stock flow scripts
make -C /OpenROAD-flow-scripts/flow DESIGN_CONFIG=/design/flow/config.mk WORK_HOME=/design/flow/orfs finish
==> flow/config.mk <==
export PLATFORM = sky130hd
export DESIGN_NAME = simple_rom
export DESIGN_NICKNAME = simple_rom
export VERILOG_FILES = /design/flow/design.v
export SDC_FILE = /design/flow/constraint.sdc
export NUM_CORES = 4
export LEC_CHECK = 1
export CORE_AREA = 10 10 70 70
export DIE_AREA = 0 0 80 80
==> flow/constraint.sdc <==
current_design simple_rom

set clk_period 1.0
set clk_io_pct 0.2

create_clock -name clk0 -period $clk_period

set non_clock_inputs [all_inputs -no_clocks]
set_input_delay [expr $clk_period * $clk_io_pct] -clock clk0 $non_clock_inputs
set_output_delay [expr $clk_period * $clk_io_pct] -clock clk0 [all_outputs]
==> run_results.csv <==
group,metric,value,unit
detailed_routing,viasPerCell,2.08,
finish,regArea,0,um2
grt,grt.total_usage,1.22,%
sta,period_minus_slack,1.07,ns
sta,tightest_slew,0.183,ns
sta,tns,-0.123,ns
synthesis,ys_warn_count,1,
detailed_routing,vias,160,
worst_hold_path,min_path_cells,3,
die,io_pins,12,
sta,rsz0062_at_grt,"true",
sta,period_used_share,107,%
job,maxCapViolations,0,
sta,setup_slack,-0.0686,ns
detailed_routing,drt_wl_total,477,um
critical_path,crit_fanout,4,
status,violations,"setup timing",
power_and_ir_drop,p_leak,0.152,nW
critical_path,crit_family,"buffers and inverters",
critical_path,arrival,0.87,ns
status,status,"complete, but fails checks",
synthesis,syn_inst,18,
sta,finalSetupViolCount,3,
grt,antenna_found_initial,0,
detailed_routing,drt_iter0_drc,3,
sta,hold_violations,0,
detailed_routing,drt_first_pass_iters,2,
synthesis,avgSynthCellArea,7.37,um2
die,fp_util,3.88,%
synthesis,ys_cells,18,
grt,grt_overflow,0,
sta,fmax,0.936,GHz
worst_hold_path,hp-start,"addr[0]",
critical_path,required,0.80,ns
sta,maxSlewHeadroom,87.8,%
finish,post-route-util,11.3,%
critical_path,slowest_delay,0.16,ns
detailed_routing,antenna_left,0,
critical_path,crit_top_cell,"buf_6",
grt,grt_pass1_vias,161,
die,core.rowCount,21,
finish,instances_no_fill,77,
detailed_routing,diodes,0,
die,core-area,3420,um2
worst_hold_path,hold-path-endpoint,"data[1]",
die,dieWidth,80,um
placement,dp.cells,77,
job,warnings,38,
placement,port_buffers,12,
finish,clkbuf_count,0,
finish,ff_count,0,
finish,syn2layout_area_growth,191,%
worst_hold_path,hold_class,"input pin to output port",
finish,nFillCells,394,
die,chipArea,6400,um2
critical_path,path_buffers,3,
detailed_routing,drc,0,
critical_path,crit_type,"input pin to output port",
power_and_ir_drop,p_per_area,299,nW/um2
synthesis,netlist_area,133,um2
critical_path,path_cells,"buf_6 -> buf_6 -> ha_4 -> a21oi_2 -> a31oi_1 -> buf_2",
placement,place_congestion,0.741,
sta,drv_slew,0,
die,die-height,80,um
grt,grt_pass1_wl,676,um
synthesis,synth_seq_share,0,%
synthesis,ys_area,133,um2
power_and_ir_drop,ir_drop,0.0310,mV
sta,whs,0.697,ns
placement,dp_hpwl,385,um
grt,grt_max_degree,6,
finish,drive_gt1_share,77.4,%
synthesis,ys_types,10,
critical_path,worst_setup_path_start_kind,"input pin",
detailed_routing,wl_per_cell,6.19,um
critical_path,cp_slowest_cell,"ha_4",
critical_path,crit_path_end_kind,"output port",
-- logic make-up after synthesis --
kind of cell               after synthesis  share of synthesized area (%)
adders and majority gates                6                           56.6
and+or+nand+nor                          3                           10.4
buffers and inverters                    5                           17.0
AOI/OAI and AO/OA                        4                           16.0
-- layout by cell type, fill, tap and decap left out, drive strengths merged --
cell	n
inv	3
clkbuf	1
buf	10
or2	1
a21oi	2
dlygate4sd2	3
nor2	1
nand2	1
o21ai	1
a31oi	1
ha	6
clkdlybuf4s15	1
-- timing repair --
item / CTS / global route
pin swaps: 3 / 2
gates resized: 49 / 10
setup buffers: 0 / 0
hold buffers: 0 / 0
setup endpoints to repair: 8 / 4
-- worst max path at each step --
stage       start       to  slack, ns  cells after the start
4_1_cts   addr[1]  data[7]      -0.13                      6
5_1_grt   addr[1]  data[3]      -0.09                      6
6_report  addr[1]  data[3]      -0.07                      6
-- synthesized netlist by cell type --
master,number,area [um2]
buf_4,1,7.51
o21ai_0,1,5.00
nand2_1,1,3.75
a21oi_1,2,10.0
a31oi_1,1,6.26
ha_1,6,75.1
inv_1,3,11.3
nor2_1,1,3.75
or2_2,1,6.26
clkbuf_1,1,3.75
-- routing by layer --
metal  vias up  GRT usage (%)  share of wire (%)
met5         -              0                  0
met4         0              0                  0
met3         0          0.455                 18
met2         8           2.25                 43
met1        68           1.38                 39
li1         84              -                  -
-- metrics by stage --
| stage | area [um2] | setup slack [ns] | total power, mW |
|---|---|---|---|
| 4_1_cts | 353 | -0.125 | 0.107 |
| 3_3_place_gp | 322 | -0.843 | 0.105 |
| 5_1_grt | 385 | -0.0899 | 0.131 |
| 2_1_floorplan | 133 | 0.136 | 0.0210 |
| 6_report | 385 | -0.0686 | 0.115 |
| 3_5_place_dp | 322 | -0.864 | 0.105 |
-- area by class of cell --
type / instances / area, um2 / area share (%)
Multi-Input combinational cell: 13 / 183 / 47.4
Timing Repair Buffer: 15 / 134 / 34.7
Tap cell: 46 / 57.6 / 14.9
Inverter: 3 / 11.3 / 2.92
-- power breakdown --
group	switching, mW	internal [mW]
logic	0.0443	0.0708
registers	0	0
clock network	0	0
No activity file was given, so power comes from the tool's default toggle rates.
