## design/flow/config.mk

```make
export PLATFORM = sky130hd
export DESIGN_NAME = simple_ram
export DESIGN_NICKNAME = simple_ram
export VERILOG_FILES = /design/flow/design.v
export SDC_FILE = /design/flow/constraint.sdc
export NUM_CORES = 4
export LEC_CHECK = 1
export CORE_UTILIZATION = 50
```

## design/flow/constraint.sdc

```tcl
current_design simple_ram

set clk_period 3.6
set clk_io_pct 0.2

create_clock -name clk0 -period $clk_period [get_ports {clk}]

set non_clock_inputs [all_inputs -no_clocks]
set_input_delay [expr $clk_period * $clk_io_pct] -clock clk0 $non_clock_inputs
set_output_delay [expr $clk_period * $clk_io_pct] -clock clk0 [all_outputs]
```

## design/flow/design.v

```verilog
module simple_ram (
    input wire clk,              
    input wire we,               
    input wire [3:0] addr,       
    input wire [7:0] din,        
    output reg [7:0] dout        
);
    reg [7:0] ram_memory [0:15];
    always @(posedge clk) begin
        if (we) 
            ram_memory[addr] <= din;   
        else 
            dout <= ram_memory[addr];  
    end
endmodule
```

## design/flow/run.sh

```bash
#!/bin/bash
# OpenROAD 26Q1-2900-gdf79404cd8, Yosys 0.63+post, stock flow scripts
make -C /OpenROAD-flow-scripts/flow DESIGN_CONFIG=/design/flow/config.mk WORK_HOME=/design/flow/orfs finish
```

==> results.toml <==
# physical design summary
[clocking]
cts_sinks = 136
ctsResizeCount = 0
cts_max_level = 4
cts_made_buffers = 17
clkTransAtPathRegs_ns = 0.06
cts_tree = "done"
hold_buffers = 0
cts_buffer_depth = 2
cts_root_buffer = "clkbuf_8"
post_cts_buffers = 0
clock_latency_ns = 0.51

[sta]
fin_crit_sh_pct = 68.7
tightest_slew_ns = 0.801
maxSlewHeadroom_pct = 46.4
finalSetupTns_ns = 0
final_hold_viol_count = 0
whs_ns = 0.779
skew_ns = 0.00542
rsz0062_at_grt = "false"
slew_viol_final = 0
setup_viol = 0
max_freq_ghz = 0.404
post-route-min-period_ns = 2.47

[power]
p_total_mw = 3.70
vdd_ir_drop_max_v = 0.000306
power_density_nw_per_um2 = 599
power_leakage_nw = 2.00

[setup_path]
cp-start-kind = "input port"
r2r-start = "ram_memory[2][4]$_DFFE_PP_"
critical_path_peak_fanout = 9
crit_arrival_ns = 2.61
crit_required_ns = 3.74
slowest_delay_ns = 0.64
r2r_cells = 3
endpoint_kind = "flip-flop"
worstReg2RegEnd = "dout[4]$_DFFE_PN_"
r2r_setup_slack_ns = 2.05
worstSetupEndpoint = "ram_memory[3][5]$_DFFE_PP_"
cpMaxStageDelayCell = "nor2_1"
startpoint = "we"
worstSetupPathType = "input port to flip-flop"
path_cells = "clkdlybuf4s50_1 > inv_1 > or3_1 > nor2_1"

[global_route]
grt_usage_pct = 23.1
grt_overflow_total = 0
grt_max_degree = 28
grt_pass1_vias = 2617
grt_pass1_wl_um = 15200
antenna_found_initial = 0

[floorplanning]
die_x_um = 103
die_h_um = 103
rows = 36
dieArea_sq_um = 10700
initial_core_util_pct = 52.2
num_io_pins = 22
core_area_sq_um = 9860

[detailed_routing]
wl_um = 10200
drtIter0Drc = 85
routed-via-count = 2463
drt_first_pass_iters = 4
drc = 0
antenna_left = 0
diodes = 0
wire_per_inst_um = 24.1
via_per_inst = 5.85

[flow_run]
warning_count = 25
cap_violations = 0

[yosys]
yosys-top-cells-area = "edfxtp_1, mux4_2, a22oi_1, nor2_1, nand2_1"
synthCells = 231
ys_cells = 231
synthTopCellsByCount = "edfxtp_1, mux4_2, a22oi_1"
ys_area_sq_um = 5150
synth_area_per_cell_sq_um = 22.3
edf_count = 136
synth_cell_types = 18
async_flop_share_pct = 0
ys.flops = 136
ff_type = "edfxtp_1"
top_area_share_pct = 79.3
synth_area_sq_um = 5150
synth.most_common_cell = "edfxtp_1"
largest_area_cell = "edfxtp_1"
yosys_warnings = 1
synth_seq_share_pct = 79.3

[run_status]
outcome = "complete, no violations"

[place]
routabilityCongestion = 0.807
port_buffers = 21
post-dp-hpwl_um = 5940

[hold_path]
min_from = "ram_memory[2][0]$_DFFE_PP_"
hold_path_class = "flip-flop to flip-flop"

[final_layout]
fillerInstances = 671
drive_above_1_share_pct = 27.4
syn_to_final_growth_pct = 19.8
==> how the worst min path moves through the flow <==
stage / end / slack, ns / depth (start not counted)
global route: dout[4]$_DFFE_PN_ / 0.80 / 3
CTS: dout[4]$_DFFE_PN_ / 0.78 / 3
finish: dout[0]$_DFFE_PN_ / 0.78 / 3
==> sequential cells by signal (all words and copies together), names as in the netlist <==
name        count
ram_memory    128
dout            8
==> through the flow <==
step	setup WS [ns]	utilization, %	cell area [sq um]	cells
after CTS	1.12	62.5	6170	421
after detailed placement	0.582	56.4	5570	389
after floorplan	1.39	-	5150	231
after global placement	0.563	56.4	5570	389
final	1.13	62.5	6170	421
after global routing	1.04	62.5	6170	421
==> routing by layer <==
layer  vias to the layer above  part of all wire (%)  track usage [%]
met1                      1263                    40             38.3
met3                        17                    12             14.1
met4                         0                   1.8             3.68
met5                         -                     0                0
met2                       121                    46             31.1
li1                       1062                     -                -
==> cell type report <==
| cell class | instances | area, sq um | area share, % |
|---|---|---|---|
| clock buffers | 18 | 418 | 6.78 |
| clock inverters | 14 | 181 | 2.94 |
| inverters | 1 | 3.75 | 0.0609 |
| multi-input cells | 83 | 1000 | 16.2 |
| flip-flops and latches | 136 | 4080 | 66.2 |
| well taps | 133 | 166 | 2.70 |
| repair buffers | 36 | 313 | 5.07 |
==> cells in the final DEF, fill, tap and decap left out, types with 2 or more instances in the layout <==
master             n
a22oi_1           16
buf_2              2
buf_4             15
bufinv_16          4
clkbuf_16         16
clkdlybuf4s50_1   19
clkinv_2           5
clkinv_4           2
clkinvlp_4         2
edfxtp_1         136
mux4_2            32
nand2_1            9
nand2b_1           2
nand3b_1           2
nor2_1            13
nor2b_1            2
nor3_1             4
==> report_power, final <==
part	switching [mW]	leakage [nW]	internal [mW]	total, mW
sequential	0.00987	1.24	1.79	1.80
clock	0.610	0.292	1.12	1.73
combinational	0.0959	0.474	0.0784	0.174
total	0.716	2.00	2.98	3.70
==> kinds of logic after synthesis <==
group	Yosys count	synth area share, %
AOI/OAI and AO/OA	16	2.33
muxes	32	14.0
buffers and inverters	12	1.24
and+or+nand+nor	35	3.11
DFF	136	79.3
==> critical path, delay by kind of cell <==
| kind | cells | cell delay, ns |
|---|---|---|
| AND/OR/NAND/NOR | 2 | 1.10 |
| buffers and inverters | 2 | 0.78 |
Power is estimated from default activity; no workload was simulated.
